## ./run.sh

```bash
#!/bin/bash
# OpenROAD 26Q1-2900-gdf79404cd8, Yosys 0.63+post, stock flow scripts
make -C /OpenROAD-flow-scripts/flow DESIGN_CONFIG=/design/flow/config.mk WORK_HOME=/design/flow/orfs finish
```

## ./config.mk

```make
export PLATFORM = sky130hd
export DESIGN_NAME = Reset_Delay
export DESIGN_NICKNAME = Reset_Delay
export VERILOG_FILES = /design/flow/design.v
export SDC_FILE = /design/flow/constraint.sdc
export NUM_CORES = 4
export LEC_CHECK = 1
export CORE_AREA = 10 10 89 89
export DIE_AREA = 0 0 99 99
```

## ./constraint.sdc

```tcl
current_design Reset_Delay

set clk_period 6.3
set clk_io_pct 0.2

create_clock -name clk0 -period $clk_period [get_ports {i_clk}]

set non_clock_inputs [all_inputs -no_clocks]
set_input_delay [expr $clk_period * $clk_io_pct] -clock clk0 $non_clock_inputs
set_output_delay [expr $clk_period * $clk_io_pct] -clock clk0 [all_outputs]
```

## ./design.v

```verilog
module Reset_Delay(
	input i_clk,
	output reg o_rst
);
	reg [19:0] counter;
	always@(posedge i_clk) begin
		if (counter != 20'hFFFFF) begin    
			counter <= counter + 1;
			o_rst <= 1'b0;
		end
		else
			o_rst <= 1'b1;
	end
endmodule
```

==> qor.log <==
[logic_synthesis] chip area in the Yosys report 0.001010 sq mm
[run_status] status finished clean
[floorplan] die height 99 microns
[critical_path] CP Data Required Time 5.04 ns
[drt] iteration-0 DRC count of the detailed router 72
[critical_path] Worst path top cell family by delay buffers and inverters
[drt] DR vias/cell 3.391
[clock_tree] root buffer selected by CTS clkbuf_8
[final_timing] Final Hold Vio Count 0
[global_routing] met2 GRT Util 3.257%
[global_routing] met3 demand-to-capacity share in global routing 0.5638%
[flow_run] MaxCap Viol Count 0
[power] cell leakage power 0.3885 nW
[clock_tree] TritonCTS clock tree built
[global_routing] GRT overflow 0
[final_timing] Worst Max-Slew Pin Slew 0.7588 ns
[placement] Port Buf Inserts 1
[final_timing] post-layout period usage 36.18%
[final_timing] final tally of max-slew violations 0
[worst_hold_path] class of the worst hold path flip-flop to flip-flop
[clock_tree] Post-CTS Setup Repair Bufs 0
[drt] total length of routed wires 1.299 mm
[critical_path] worst-path cell with the longest stage delay clkdlybuf4s50_1
[clock_tree] total clock buffers created by CTS 3
[critical_path] biggest cell delay along the critical path 0.46 ns
[floorplan] chip width 99 microns
[logic_synthesis] number of synthesis warnings 1
[cells_and_area] most numerous logic cell after layout edfxtp_1
[clock_tree] clock sink count 21
[clock_tree] CTS clock-pin slew for the worst setup and hold paths 0.07 ns
[logic_synthesis] gate count after technology mapping 76
[global_routing] antenna violations before repair 0
[drt] post-detailed-route wirelength per cell 8.327 microns
[logic_synthesis] flip-flop and latch count after synthesis 21
[global_routing] first-pass GRT wire length 2.194 mm
[worst_hold_path] sink of the worst hold path o_rst$_DFF_P_
[drt] length of the first detailed-routing pass in iterations 4
[clock_tree] number of buffers on the longest clock path 2
[floorplan] FP Core Util 16.85%
[logic_synthesis] proportion of synthesized chip area in sequential cells 61.46%
[critical_path] buffers plus inverters on the worst setup path 1
[floorplan] top-level I/O count 2
[drt] via count 529
[final_timing] Final Skew 0.001939 ns
[critical_path] Critical R2R Launch counter[0]$_DFFE_PP_
[placement] final estimated routing congestion in global placement 0.7871
[flow_run] OpenROAD warning count 25
[worst_hold_path] count of cells along the worst hold path 1
[critical_path] data arrival time at the worst-slack endpoint 1.02 ns
[final_timing] setup TNS 0 ns
[global_routing] largest net degree at the start of global routing 21
[final_timing] worst-case hold slack 0.5830 ns
[critical_path] largest driver fanout on the critical path 1
[final_timing] fin crit period 2.279 ns
[critical_path] critical path startpoint category flip-flop
[clock_tree] CTS HTree Levels 1
[critical_path] Worst R2R Setup Slack 4.23 ns
[floorplan] count of standard-cell rows 28
[critical_path] Reg2Reg Depth 5
[final_timing] setup violation total in the final timing report 0
[worst_hold_path] hold_sp counter[19]$_DFFE_PP_
[power] Final Total Pwr 0.2333 mW
[clock_tree] Resize count post-CTS 0
[cells_and_area] most frequent logic cells in the routed design 20 x edfxtp_1, 13 x xnor2_1, 8 x nand3_1
[global_routing] via count of the first global-routing pass 469
[floorplan] area of the core 0.005991 sq mm
[critical_path] cell chain of the critical path clkdlybuf4s50_1
[drt] Residual DRC 0
[logic_synthesis] average cell area after synthesis 13.29 sq um
[power] maximum resistive drop on vdd 0.00007145 V
[global_routing] GRT Util Overall 2.559%
[placement] placed wire-length estimate 932.9 microns
[logic_synthesis] Cell Area, Synth 0.001010 sq mm
[final_timing] highest attainable clock frequency 438.7 MHz
[critical_path] category of the worst setup path capture point primary output
[clock_tree] clock insertion delay at the later pin of the skew report 0.25 ns
[clock_tree] number of hold buffers added after CTS 0
[global_routing] global routing met1 resource utilization 4.119%
[logic_synthesis] yosys cell count 76
[critical_path] beginning of the critical path o_rst$_DFF_P_
[critical_path] Crit Reg-Reg Endpoint counter[0]$_DFFE_PP_
[critical_path] worst setup path category flip-flop to primary output
[cells_and_area] fraction of layout cells with a size suffix above 1 9.877%
[floorplan] total die size 0.009801 sq mm
[logic_synthesis] Synth cell types 17
[final_timing] tightest slew margin relative to the limit 49.36%
[global_routing] most congested layer reported by global routing met1
[cells_and_area] area added between synthesis and finish 14.75%
[drt] number of antenna cells inserted 0
[final_timing] setup repair after global routing missed its margin false
[drt] ANT nets after route 0
[power] power per cell area 201.4 mW/mm^2
[metrics by stage]
stage | cell area, sq um | util (%) | std cells | setup slack, ns
after global routing | 1159 | 19.34 | 156 | 3.969
after CTS | 1159 | 19.34 | 156 | 3.998
final | 1159 | 19.34 | 156 | 4.021
after floorplan | 1010 | - | 76 | 4.451
after global placement | 1114 | 18.59 | 152 | 4.259
after detailed placement | 1114 | 18.59 | 152 | 4.211
[area by class of cell]
class	instances	area, sq um
clock buffers	4	45.04
fillers	619	4832
inverters	5	18.77
multi-input cells	50	370.4
flip-flops and latches	21	620.6
well taps	75	93.84
repair buffers	1	10.01
[Yosys cell counts]
library cell / number / share of area, %
and3_1: 2 / 1.2
and3_2: 1 / 0.74
dfxtp_1: 1 / 2.0
edfxtp_1: 20 / 59
ha_1: 1 / 1.2
inv_1: 5 / 1.9
nand2_1: 6 / 2.2
nand3_1: 8 / 4.0
nand3_2: 1 / 0.99
nand4_1: 3 / 1.9
nand4_4: 1 / 2.1
nor2_1: 4 / 1.5
nor3_1: 3 / 1.5
nor3_4: 1 / 1.6
nor4_4: 1 / 2.1
xnor2_1: 13 / 11
xor2_1: 5 / 4.3
[flip-flops by register name (all words and copies together), names as in the netlist]
signal	cells
o_rst	1
counter	20
[layer usage]
layer  vias to the layer above  routed length [microns]
met5                         -                        0
met4                         0                       27
met3                         2                       33
met2                         8                      475
met1                       237                      763
li1                        282                        -
[worst max path at each step]
stage	end	slack, ns	cells after the start
CTS	o_rst	4.00	1
global route	o_rst	3.97	1
finish	o_rst	4.02	1
[report_power, final]
group | internal (mW) | switching, mW
sequential | 0.150 | 0
clock | 0.0449 | 0.0381
combinational | 0 | 0
[logic make-up (layout without fill, tap and decap cells)]
family	Yosys count	in the layout	share of synthesized area, %
and+or+nand+nor	31	31	19.83
xor gates and xnor gates	18	18	15.61
buffers and inverters	5	10	1.859
adders and majority gates	1	1	1.239
DFF	21	21	61.46
Power figures rest on the tool's default switching activity, not on a simulated workload.
