## design.v

```verilog
module Num2Str(
	input  [31:0] i_num,
	output [7:0] o_tens,
	output [7:0] o_ones
);
logic [31:0] number;
logic [7:0] tens_char;
logic [7:0] ones_char;
logic [4:0] tens;
logic [4:0] ones;
assign number = i_num;
assign o_ones = ones_char;
assign o_tens = tens_char;
logic [7:0] mapping [0:10];
assign mapping[0]  = "0";
assign mapping[1]  = "1";
assign mapping[2]  = "2";
assign mapping[3]  = "3";
assign mapping[4]  = "4";
assign mapping[5]  = "5";
assign mapping[6]  = "6";
assign mapping[7]  = "7";
assign mapping[8]  = "8";
assign mapping[9]  = "9";
assign mapping[10] = "X";
always_comb begin
	tens = number / 10;
	ones = number - (tens*10);
	tens_char = mapping[tens];
	ones_char = mapping[ones];
end
endmodule
```

## run.sh

```bash
#!/bin/bash
# OpenROAD 26Q1-2900-gdf79404cd8, Yosys 0.63+post, stock flow scripts
make -C /OpenROAD-flow-scripts/flow DESIGN_CONFIG=/design/flow/config.mk WORK_HOME=/design/flow/orfs finish
```

## config.mk

```make
export PLATFORM = sky130hd
export DESIGN_NAME = Num2Str
export DESIGN_NICKNAME = Num2Str
export VERILOG_FILES = /design/flow/design.v
export SDC_FILE = /design/flow/constraint.sdc
export NUM_CORES = 4
export LEC_CHECK = 1
export CORE_AREA = 10 10 109 109
export DIE_AREA = 0 0 119 119
```

## constraint.sdc

```tcl
current_design Num2Str

set clk_period 47.0
set clk_io_pct 0.2

create_clock -name clk0 -period $clk_period

set non_clock_inputs [all_inputs -no_clocks]
set_input_delay [expr $clk_period * $clk_io_pct] -clock clk0 $non_clock_inputs
set_output_delay [expr $clk_period * $clk_io_pct] -clock clk0 [all_outputs]
```

==> impl_metrics.yaml <==
# generated from flow reports
sta:
  worst_slack_ns: 14.11
  fmax_mhz: 30.4
  rsz0062_at_grt: "no"
  fin_tns_setup_ns: 0
  fin_crit_sh: 0.700
  relSlewSlack: 0.359
  finalSetupViolations: 0
  post-route-min-period_ns: 32.89
  hold_viol: 0
  worst_pin_slew_ns: 0.961
  finalMaxSlewViolations: 0
detailed_routing:
  vias: 6531
  vias_per_cell: 7.18
  ant_nets: 0
  top_layer_used: "met4"
  drc: 0
  n_antenna_cell: 0
  dr_wl_met2_um: 7260
  wl_met1_um: 7380
  first_iter_violations: 882
  firstDrtPassIters: 6
  wl_per_cell_um: 17.9
  drt_wl_total_um: 16300
  met3_length_um: 1450
finish:
  combGateArea_um2: 4870
  regArea_um2: 0
  n_clock_buffer: 0
  post-route-util: 0.586
  most-common-layout-cells: "72 x nor2_1, 62 x nand2_1, 44 x clkdlybuf4s50_1, 42 x a21oi_1"
  drive_above_1_share: 0.103
  ff_count: 0
  lay_top_count: "nor2_1"
  final-instance-count-excl-fill: 909
  area_growth_pct: 6.57
  fillers: 921
critical_path:
  crit_type: "primary input to output pin"
  critical_path_buf_inv_count: 4
  crit_arrival_ns: 23.49
  worst-path-stages: 46
  crit_fanout: 24
  critPathTopFamily: "AND-OR/OR-AND gates"
  cpMaxStageDelayCell: "xnor2_1"
  crit_path_start_kind: "primary input"
  critPathLaunch: "i_num[31]"
  cpPeakStageDelay_ns: 0.65
  cp-end-kind: "output pin"
  cp_data_required_time_ns: 37.60
global_routing:
  antenna_found_initial: 0
  grt_max_degree: 31
  grt-ovfl-total: 0
  grtUsageTotal: 0.218
  grt_pass1_vias: 5550
  grt_pass1_wl_um: 27500
floorplan:
  fp_util: 0.550
  die-width_um: 119
  die_h_um: 119
  die_area_um2: 14200
  core-area_um2: 9640
  io_pins: 48
  core.rowCount: 36
worst_hold_path:
  min_path_cells: 3
  hold_end: "o_ones[6]"
  hold_path_class: "primary input to output pin"
  hp-start: "i_num[0]"
placement:
  place_ws_ns: 14.34
  io_buffers: 44
  placed_cells: 909
  gp_congestion: 0.989
  dp_hpwl_um: 12100
power:
  p_leak_nw: 1.86
  internal-power_mw: 0.110
  seqPwrFrac: 0
  swShare: 0.585
  pwr-share-clk: 0
  cellPowerDensity_nw_per_um2: 46.8
  peakVddDrop_mv: 0.0453
  pwr-share-comb: 1.000
  p_sw_mw: 0.155
synth:
  syn_area_per_cell_um2: 6.70
  yosys_cells: 791
  ys_types: 119
  netlist_instances: 791
  synth_warnings: 2
  ys_area_um2: 5300
  syn_area_um2: 5300
  postSynthSeqShare: 0
status:
  status: "completed"
clocking:
  cts_hold_buf: 0
  cts_setup_buffers: 0
  cts_resized: 0
run:
  max-cap-violations: 0
  openroad.warnings: 35
[tightest hold or removal path, delay by kind of cell]
kind / cells / cell delay (ns)
buffers and inverters: 2 / 0.95
and+or+nand+nor: 1 / 0.08
[per-stage QoR]
| stage | hold slack, ns | cell area (um2) | power (mW) |
|---|---|---|---|
| after detailed placement | 19.83 | 5650 | 0.259 |
| final | 19.84 | 5650 | 0.264 |
| after global placement | 19.83 | 5650 | 0.259 |
| after CTS | 19.84 | 5650 | 0.261 |
| after floorplan | 18.82 | 5310 | 0.197 |
| after global routing | 19.89 | 5650 | 0.293 |
[worst max-delay path by stage]
stage,end
5_1_grt,o_ones[5]
4_1_cts,o_ones[5]
6_report,o_ones[5]
[cell families (layout without fill, tap and decap cells)]
logic type	count (synthesis)	in the layout	share of synthesized area
adder cells (fa/ha/maj)	5	5	0.0125
buffers and inverters	99	82	0.0829
multiplexers	14	14	0.0293
XOR/XNOR	17	17	0.0281
AND-OR/OR-AND	315	315	0.492
AND/OR/NAND/NOR	339	339	0.354
other	2	4	0.00142
[synth_stat cells (5+ instances only)]
| library cell | count | area [um2] |
|---|---|---|
| a21o_1 | 8 | 60.1 |
| a21oi_1 | 42 | 210 |
| nor4_1 | 19 | 119 |
| o32ai_1 | 6 | 52.6 |
| nor3b_1 | 8 | 60.1 |
| nand4_1 | 22 | 138 |
| or4_1 | 7 | 52.6 |
| a311oi_1 | 7 | 61.3 |
| or2_2 | 6 | 37.5 |
| a22oi_1 | 7 | 52.6 |
| buf_4 | 11 | 82.6 |
| a211oi_1 | 18 | 135 |
| a211oi_2 | 8 | 100 |
| nand2b_1 | 12 | 75.1 |
| o2111ai_1 | 6 | 52.6 |
| a211o_1 | 8 | 70.1 |
| xnor2_1 | 15 | 131 |
| nand2_1 | 62 | 233 |
| and2_1 | 9 | 56.3 |
| nor3_1 | 32 | 160 |
| o221ai_1 | 7 | 61.3 |
| buf_2 | 15 | 75.1 |
| o211a_1 | 5 | 50.1 |
| o21ai_0 | 20 | 100 |
| o21a_1 | 10 | 75.1 |
| nor2b_1 | 6 | 37.5 |
| inv_1 | 28 | 105 |
| or3_1 | 7 | 43.8 |
| o211ai_1 | 9 | 67.6 |
| o22ai_1 | 12 | 75.1 |
| a31oi_1 | 8 | 50.1 |
| and3_1 | 6 | 37.5 |
| a2111oi_0 | 8 | 70.1 |
| nor2_1 | 72 | 270 |
| o21ai_1 | 14 | 70.1 |
| a32oi_1 | 6 | 52.6 |
| nand3_1 | 32 | 160 |
| a221oi_1 | 10 | 87.6 |
| o31ai_1 | 12 | 90.1 |
| o31a_1 | 6 | 52.6 |
| mux2i_1 | 11 | 110 |
| clkbuf_1 | 39 | 146 |
[power groups by stage]
| stage | Clock, mW | Combinational [mW] | Sequential, mW |
|---|---|---|---|
| CTS | 0 | 0.261 | 0 |
| global route | 0 | 0.293 | 0 |
| finish | 0 | 0.264 | 0 |
[metal layers]
layer,up-vias,track usage
met5,-,0
met3,40,0.0249
met2,380,0.335
met1,2954,0.328
li1,3157,-
met4,0,0.0206
[cell type report]
class | instances | area share
Inverter | 30 | 0.0199
Multi-Input combinational cell | 694 | 0.862
Timing Repair Buffer | 52 | 0.0887
Tap cell | 133 | 0.0295
Power and IR drop assume default switching activity.
